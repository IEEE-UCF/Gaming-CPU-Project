<file path="design/flow/design.v">
package dma_pkg;
    parameter int unsigned N_CHANNELS  = 4;
    parameter int unsigned DATA_W      = 32;
    parameter int unsigned ADDR_W      = 32;
    parameter int unsigned DESC_ADDR_W = 32;
    parameter int unsigned CHANNEL_W   = $clog2(N_CHANNELS);
    typedef enum logic [2:0] {
        CH_IDLE,
        CH_DESC_FETCH,
        CH_XFER_READ,
        CH_XFER_WRITE, 
        CH_COMPLETE,
        CH_ERROR
    } channel_state_e;
    typedef struct packed {
        logic [DESC_ADDR_W-1:0] next_desc;   
        logic [ADDR_W-1:0]      src_addr;    
        logic [ADDR_W-1:0]      dst_addr;    
        logic [23:0]            length;      
        logic [7:0]             control;     
    } dma_desc_t;
    parameter int CTRL_LAST_BIT = 7;
    parameter int CTRL_CONFIG_MSB = 6;
    parameter int CTRL_CONFIG_LSB = 0;
    typedef struct packed {
        logic [31:0] ctrl;
        logic [31:0] status;
        logic [31:0] channel_enable;
    } dma_regs_t;
endpackage
module clint(
    input  logic        clk_i,
    input  logic        rst_ni,
    input  logic        msip_we,
    input  logic        msip_wdata,
    input  logic        mtimecmp_we,
    input  logic [63:0] mtimecmp_wdata,
    output logic [63:0] mtime_o,
    output logic        timer_irq_o,
    output logic        soft_irq_o
    );
    logic [63:0] mtimecmp;
    logic        msip;
     always_ff @(posedge clk_i or negedge rst_ni) begin
           if (!rst_ni) begin
              mtime_o     <= 64'd0;
              mtimecmp  <= 64'd0;
              msip      <= 1'b0;
              timer_irq_o <= 1'b0;
              soft_irq_o  <= 1'b0;
           end else begin
               mtime_o     <= mtime_o + 1;
                if (mtimecmp_we) mtimecmp <= mtimecmp_wdata;
                if (msip_we)     msip     <= msip_wdata;
                timer_irq_o <= ((mtime_o + 64'd1) >= (mtimecmp_we ? mtimecmp_wdata : mtimecmp));
                soft_irq_o  <= (msip_we ? msip_wdata : msip);
           end
       end
endmodule
</file>
<file path="design/flow/run.sh">
#!/bin/bash
# OpenROAD 26Q1-2900-gdf79404cd8, Yosys 0.63+post, stock flow scripts
make -C /OpenROAD-flow-scripts/flow DESIGN_CONFIG=/design/flow/config.mk WORK_HOME=/design/flow/orfs finish
</file>
<file path="design/flow/config.mk">
export PLATFORM = sky130hd
export DESIGN_NAME = clint
export DESIGN_NICKNAME = clint
export VERILOG_FILES = /design/flow/design.v
export SDC_FILE = /design/flow/constraint.sdc
export NUM_CORES = 4
export LEC_CHECK = 1
export CORE_UTILIZATION = 40
export SYNTH_HDL_FRONTEND = slang
</file>
<file path="design/flow/constraint.sdc">
current_design clint

set clk_period 9.6
set clk_io_pct 0.2

create_clock -name clk0 -period $clk_period [get_ports {clk_i}]

set non_clock_inputs [all_inputs -no_clocks]
set_input_delay [expr $clk_period * $clk_io_pct] -clock clk0 $non_clock_inputs
set_output_delay [expr $clk_period * $clk_io_pct] -clock clk0 [all_outputs]
</file>
==> impl_metrics.yaml <==
# physical design summary
outcome:
  outcome: "finished, final reports clean"
sta:
  hold_viol: 0
  worstMarginPinSlew_ps: 793.1
  fmax_mhz: 203.9
  skew_ps: 5.249
  min_period_over_period_pct: 51.08
  fin_tns_setup_ps: 0
  finalSetupViolations: 0
  rsz0062_at_grt: "false"
  slew_violations: 0
  slew_headroom_pct: 47.13
  min_period_ps: 4904
floorplan:
  core_area_um2: 16520
  die_w_um: 131.9
  fp-utilization_pct: 40.87
  dieArea_um2: 17410
  row_count: 47
  io_pins: 135
  die_h_um: 131.9
route:
  wire_per_inst_um: 15.60
  num_vias: 4908
  ant_nets: 0
  drtPass1Iterations: 4
  vias_per_cell: 4.978
  drc: 0
  diodes: 0
  wl_um: 15380
  drt_iter0_markers: 161
clocking:
  ctsResizeCount: 0
  clkLatencyLatePin_ps: 420
  cts-root-buf: "clkbuf_16"
  cts_buffer_depth: 2
  cts.clk_slew.worst_paths_ps: 50
  cts_tree: "built"
  cts-htree-levels: 4
  postCtsSetupBuffers: 0
  clock_sinks: 130
  numCtsBuffers: 17
  cts_hold_buf: 0
synthesis:
  synthCells: 604
  synth_warnings: 0
  ys_area_um2: 6754
  ys_ff: 130
  ff_type: "dfrtp_1"
  yosys-stat-cells: 604
  synth.top_cell.area_share_pct: 48.17
  async_reset_ff_share_pct: 100.0
  synth-edff-count: 0
  area_leaders: "dfrtp_1 48%, ha_1 12%, mux2i_1 9.3%"
  synth_area_um2: 6754
  yosysTopAreaCell: "dfrtp_1"
  ys_seq_share_pct: 48.17
  syn_area_per_cell_um2: 11.18
  yosys.cell_types.count: 42
global_route:
  grt_pass1_wl_um: 25100
  overflow: 0
  antenna_found_initial: 0
  grt_pass1_vias: 4999
  grt_usage_pct: 18.95
  grt_start_max_net_pins: 47
final_layout:
  fin_area_um2: 8979
  drive_above_1_share_pct: 7.180
  syn_to_final_growth_pct: 32.94
placement:
  placed_area_um2: 8362
  dp_hpwl_um: 11580
  port_buffers: 134
  gp_congestion: 0.8507
setup_path:
  critical_path_buf_inv_count: 2
  worstPathCellList: "buf_4 -> buf_4 -> mux2i_1 -> ha_1 -> a21oi_1 -> o21ai_0 -> a221o_1 -> o31a_1 -> o41ai_1 -> o211ai_1"
  slowest_delay_ps: 720
  cp-end-kind: "register"
  critPathLaunchType: "input port"
  worst-endpoint-arrival_ps: 5180
  worstPathRequired_ps: 9870
  cp_slowest_cell: "buf_4"
  cp_top_family: "AND-OR/OR-AND gates"
  r2r_start: "mtime_o[0]"
  worstSetupPathType: "input port to register"
  worstPathMaxFanout: 44
  setup.worst_path.start: "mtimecmp_we"
  crit_top_cell: "buf_4"
flow_run:
  openroad.warnings: 25
  cap_viol_max_count: 0
power_and_ir_drop:
  cellLeakagePower_nw: 4.464
  netSwitchingPower_uw: 307.8
  p_int_mw: 1.065
  peakVddDrop_mv: 0.1217
  sw_frac_of_total_pct: 22.42
  seq_power_share_pct: 42.4
  pwr-share-comb_pct: 8.8
  p_per_area_nw_per_um2: 152.9
  p_clk_share_pct: 48.8
hold_path:
  hp-start: "mtimecmp[55]"
  hold_path_class: "register to register"
==> cells by family after synthesis <==
kind of cell / synth area share [%]
compound gates: 4.613
xor+xnor: 8.040
fa+ha+maj: 12.04
buf+inv: 4.279
flops: 48.17
mux: 9.670
simple gates: 13.19
==> metal layers <==
metal | GRT usage [%] | up-vias | routed length [um]
li1 | - | 2416 | -
met1 | 29.71 | 2366 | 7489
met2 | 29.78 | 114 | 6986
met3 | 3.219 | 12 | 728
met4 | 1.873 | 0 | 177
met5 | 0 | - | 0
==> placed cells by master, fill, tap and decap left out, types with 3 or more instances in the layout <==
cell type        Yosys  layout
o21ai_0              5       5
and4_1               7       7
bufinv_16            0       4
inv_1               68      68
and3_1               4       4
xnor2_1             41      41
nand2_1             31      31
and3_2               5       5
nor4_1               4       4
buf_4                1       6
nor2_1              27      27
nand3_1             33      33
clkinv_4             0       3
nand4_1             25      25
ha_1                65      65
clkdlybuf4s50_1      0     132
dfrtp_1            130     130
xor2_1              21      21
clkinv_2             0       6
mux2i_1             63      63
nor3_1               4       4
clkbuf_16            0      17
a21oi_1             22      22
a21o_1              11      11
==> power by group through the flow <==
stage	clock network, mW	registers, mW	logic [mW]
6_report	0.669	0.582	0.121
5_1_grt	0.705	0.584	0.137
4_1_cts	0.683	0.582	0.124
==> final cells by class <==
class / instances / area (um2)
clock buffers: 17 / 425.4
clock inverters: 15 / 191.4
fillers: 1345 / 7546
inverters: 68 / 255.2
multi-input cells: 398 / 3212
flip-flops and latches: 130 / 3253
well taps: 220 / 275.3
repair buffers: 138 / 1366
==> registers in the layout, summed over array words and instances, names as in the netlist <==
register and count:
mtime_o 64, msip 1, timer_irq_o 1, mtimecmp 64
==> Yosys cell counts, drive strengths merged, types with 3 or more instances <==
cell	instances
nand2	31
and3	9
xor2	21
a21oi	22
nor2	27
nand4	27
nor4	6
o21ai	5
clkbuf	3
a21o	11
and4	7
nand3	35
nor3	4
ha	65
dfrtp	130
mux2i	63
buf	5
inv	68
xnor2	41
==> path summary, 6_finish.rpt <==
| kind | slack [ps] | to | cells past startpoint |
|---|---|---|---|
| max in group asynchronous | 7120 | mtime_o[26] | 2 |
| min in group asynchronous | 1470 | mtime_o[41] | 1 |
| min | 480 | mtimecmp[55] | 2 |
| max | 4700 | timer_irq_o | 10 |
| max reg2reg | 5280 | timer_irq_o | 14 |
| min reg2reg | 480 | mtimecmp[55] | 2 |
==> metrics by stage <==
step	hold WS, ps	std cells	util [%]	total power, mW	worst slack (ps)
after floorplan	448.9	604	-	0.6537	4943
after global placement	467.5	954	50.60	0.7109	4337
after detailed placement	471.5	954	50.60	0.7140	4285
after CTS	485.7	986	54.33	1.389	4697
after global routing	500.2	986	54.33	1.427	4540
final	480.9	986	54.33	1.373	4696
==> worst reg2reg max path: stages (launching register included) <==
cell and delay (ps):
dfrtp_1 460, ha_1 250, and4_1 290, and2_1 260, nand4b_1 320, or3_1 510, nor2_1 150, xor2_1 200
ha_1 270, a21o_1 180, a221o_1 380, a221oi_1 290, o21ai_0 140, a221oi_1 350, o211ai_1 130
Power is estimated from default activity; no workload was simulated.
