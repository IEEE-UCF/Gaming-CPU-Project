File: config.mk
export PLATFORM = sky130hd
export DESIGN_NAME = axi_async_fifo
export DESIGN_NICKNAME = axi_async_fifo
export VERILOG_FILES = /design/flow/design.v
export SDC_FILE = /design/flow/constraint.sdc
export NUM_CORES = 4
export LEC_CHECK = 1
export CORE_UTILIZATION = 40
export SYNTH_HDL_FRONTEND = slang
File: constraint.sdc
current_design axi_async_fifo

set clk_period 7.6
set clk_io_pct 0.2

create_clock -name clk0 -period $clk_period [get_ports {m_clk_i}]
create_clock -name clk1 -period $clk_period [get_ports {s_clk_i}]

set non_clock_inputs [all_inputs -no_clocks]
set_input_delay [expr $clk_period * $clk_io_pct] -clock clk0 $non_clock_inputs
set_output_delay [expr $clk_period * $clk_io_pct] -clock clk0 [all_outputs]
File: design.v
package dma_pkg;
    parameter int unsigned N_CHANNELS  = 4;
    parameter int unsigned DATA_W      = 32;
    parameter int unsigned ADDR_W      = 32;
    parameter int unsigned DESC_ADDR_W = 32;
    parameter int unsigned CHANNEL_W   = $clog2(N_CHANNELS);
    typedef enum logic [2:0] {
        CH_IDLE,
        CH_DESC_FETCH,
        CH_XFER_READ,
        CH_XFER_WRITE, 
        CH_COMPLETE,
        CH_ERROR
    } channel_state_e;
    typedef struct packed {
        logic [DESC_ADDR_W-1:0] next_desc;   
        logic [ADDR_W-1:0]      src_addr;    
        logic [ADDR_W-1:0]      dst_addr;    
        logic [23:0]            length;      
        logic [7:0]             control;     
    } dma_desc_t;
    parameter int CTRL_LAST_BIT = 7;
    parameter int CTRL_CONFIG_MSB = 6;
    parameter int CTRL_CONFIG_LSB = 0;
    typedef struct packed {
        logic [31:0] ctrl;
        logic [31:0] status;
        logic [31:0] channel_enable;
    } dma_regs_t;
endpackage
module axi_async_fifo #(
    parameter int unsigned DATA_WIDTH = 64,
    parameter int unsigned FIFO_DEPTH = 8
)(
    input logic s_clk_i,
    input logic s_rst_ni,  
    input logic wr_en,  
    input logic [DATA_WIDTH-1:0] wr_data,  
    output logic full,  
    input logic m_clk_i,
    input logic m_rst_ni,  
    input logic rd_en,  
    output logic [DATA_WIDTH-1:0] rd_data,  
    output logic empty  
);
    localparam int PTR_WIDTH = $clog2(FIFO_DEPTH);
    localparam int PTR_SIZE = PTR_WIDTH + 1;
    localparam int ADDR_WIDTH = PTR_WIDTH;
    initial begin
        if ((1 << PTR_WIDTH) != FIFO_DEPTH) begin
            $error(1, "axi_async_fifo: FIFO_DEPTH (%0d) is not a power of 2", FIFO_DEPTH);
        end
    end
    logic [DATA_WIDTH-1:0] memory [0:FIFO_DEPTH-1];
    function automatic logic [PTR_SIZE-1:0] BinaryToGray(input logic [PTR_SIZE-1:0] binary); 
        BinaryToGray = (binary >> 1) ^ binary;
    endfunction
    function automatic logic [PTR_SIZE-1:0] GrayToBinary(input logic [PTR_SIZE-1:0] gray);
        logic [PTR_SIZE-1:0] binary;
        automatic integer i;
        begin
            binary[PTR_WIDTH] = gray[PTR_WIDTH];
            for (i = PTR_WIDTH-1; i >= 0; i--) begin
                binary[i] = binary[i + 1] ^ gray[i];
            end
            GrayToBinary = binary;
        end
    endfunction
    logic [PTR_SIZE-1:0] writePtrBinary, writePtrBinaryNext;
    logic [PTR_SIZE-1:0] writePtrGray, writePtrGrayNext;
    logic [PTR_SIZE-1:0] readPtrGraySync1W, readPtrGraySync2W;
    logic fullNext;  
    assign writePtrBinaryNext = (wr_en && !full)
                                  ? (writePtrBinary + 1'b1) 
                                  : writePtrBinary;
    assign writePtrGrayNext = BinaryToGray(writePtrBinaryNext);
    always_ff @(posedge s_clk_i or negedge s_rst_ni) begin
        if (!s_rst_ni) begin
            writePtrBinary <= '0;
            writePtrGray <= '0;
        end else begin
            writePtrBinary <= writePtrBinaryNext;
            writePtrGray <= writePtrGrayNext;
            if (wr_en && !full) begin
                memory[writePtrBinary[PTR_WIDTH-1:0]] <= wr_data;
            end
        end
    end
    always_ff @(posedge s_clk_i or negedge s_rst_ni) begin
        if (!s_rst_ni) begin
            readPtrGraySync1W <= '0;
            readPtrGraySync2W <= '0;
        end else begin
            readPtrGraySync1W <= readPtrGray;
            readPtrGraySync2W <= readPtrGraySync1W;
        end
    end
    always_comb begin
        fullNext =
            (writePtrGrayNext == {
                ~readPtrGraySync2W[PTR_WIDTH],  
                ~readPtrGraySync2W[PTR_WIDTH-1],  
                readPtrGraySync2W[PTR_WIDTH-2:0]  
            });
    end
    always_ff @(posedge s_clk_i or negedge s_rst_ni) begin
        if (!s_rst_ni) begin
            full <= 1'b0;
        end else begin
            full <= fullNext;
        end
    end
    logic [PTR_SIZE-1:0] readPtrBinary, readPtrBinaryNext;
    logic [PTR_SIZE-1:0] readPtrGray, readPtrGrayNext;
    logic [PTR_SIZE-1:0] writePtrGraySync1R, writePtrGraySync2R;
    logic emptyNext;  
    assign readPtrBinaryNext = (rd_en && !empty) 
                                ? (readPtrBinary + 1'b1) 
                                : readPtrBinary;
    assign readPtrGrayNext = BinaryToGray(readPtrBinaryNext);
    always_ff @(posedge m_clk_i or negedge m_rst_ni) begin
        if (!m_rst_ni) begin
            readPtrBinary <= '0;
            readPtrGray <= '0;
            rd_data <= '0;
        end else begin
            readPtrBinary <= readPtrBinaryNext;
            readPtrGray <= readPtrGrayNext;
            if (rd_en && !empty) begin
                    rd_data <= memory[readPtrBinary[ADDR_WIDTH-1:0]];
            end
        end
    end
    always_ff @(posedge m_clk_i or negedge m_rst_ni) 
        begin
        if (!m_rst_ni) begin
            writePtrGraySync1R <= '0;
            writePtrGraySync2R <= '0;
        end else begin
            writePtrGraySync1R <= writePtrGray;
            writePtrGraySync2R <= writePtrGraySync1R;
        end
    end
    always_comb begin
        emptyNext = (readPtrGrayNext == writePtrGraySync2R);
    end
    always_ff @(posedge m_clk_i or negedge m_rst_ni) begin
        if (!m_rst_ni) begin
            empty <= 1'b1;
        end else begin
            empty <= emptyNext;
        end
    end
endmodule    
File: run.sh
#!/bin/bash
# OpenROAD 26Q1-2900-gdf79404cd8, Yosys 0.63+post, stock flow scripts
make -C /OpenROAD-flow-scripts/flow DESIGN_CONFIG=/design/flow/config.mk WORK_HOME=/design/flow/orfs finish
==> flow_summary.json <==
{
  "antenna_found_initial": 7,
  "report.final.slew_viol_count": 0,
  "die-area_sq_um": 57800,
  "hold_path_class": "reg2reg",
  "floorplanUtilization_pct": 40.4,
  "yosysWarnings": 0,
  "post_cts_buffers": 0,
  "syn_area_sq_um": 22800,
  "cp-start-kind": "input pin",
  "wire_per_inst_um": 21.5,
  "syn_to_final_growth_pct": 18.1,
  "drcViolationCount": 0,
  "holdBufCountCts": 0,
  "first_global_vias": 11400,
  "dr.pass1.iters": 4,
  "avgSynthCellArea_sq_um": 21.6,
  "synth_flops": 608,
  "final_cell_mix": "edfxtp_1 (512), clkdlybuf4s50_1 (133), mux4_2 (128), dfrtp_1 (92), nand2_1 (74)",
  "die-height_um": 240,
  "yosys_cells": 1053,
  "ir_drop_uv": 174,
  "slowest_delay_ns": 0.75,
  "required_ns": 7.82,
  "cts_resized": 0,
  "wirelength_um": 43700,
  "end_kind": "register",
  "p_leak_nw": 8.95,
  "ys_area_sq_um": 22800,
  "synthCells": 1053,
  "grt_overflow": 0,
  "critPathArrivalTime_ns": 4.27,
  "status": "finished clean",
  "ant_nets": 0,
  "top_area_cell": "edfxtp_1",
  "rsz0062_at_grt": "false",
  "critPathKind": "in2reg",
  "die_w_um": 240,
  "whs_ns": 0.165,
  "fin_setup_tns_ns": 0,
  "power_mw": 9.70,
  "holdPathStages": 0,
  "grtUsageTotal_pct": 17.5,
  "cts_tree": "yes",
  "via_per_inst": 5.09,
  "fp.coreArea_sq_um": 56300,
  "synth.area.top_cells": "edfxtp_1 (68%), mux4_2 (13%), dfrtp_1 (10%)",
  "setup_viol": 0,
  "gp_congestion": 0.752,
  "clock_sinks": 608,
  "drive_above_1_share_pct": 20.4,
  "ys_types": 32,
  "num_io_pins": 136,
  "io_buffers": 134,
  "first_iter_violations": 593,
  "hold_path_end": "readPtrGraySync1W[0]",
  "rows": 87,
  "drv_cap": 0,
  "dp_hpwl_um": 24500,
  "yosysSeqAreaShare_pct": 78.1,
  "warning_count": 26,
  "finalHoldViolCount": 0,
  "reg2reg_setup_slack_ns": 4.59,
  "hp-start": "readPtrGray[0]",
  "tightest_slew_ns": 0.838,
  "slowest_stage": "buf_4",
  "max_slew_margin_pct": 44.1,
  "clkTransAtPathRegs_ns": 0.07,
  "synth_top_area_share_pct": 67.6,
  "p_per_area_nw_per_um2": 361,
  "final.setup_skew_ns": 0.0230,
  "critical_path.max_fanout": 46,
  "r2r_end": "memory[4][24]",
  "grt_max_degree": 74,
  "num_vias": 10300,
  "layout_top_cell_excl_fill_tap": "edfxtp_1",
  "r2r-start": "full",
  "r2r_cells": 4,
  "grt_pass1_wl_um": 67500,
  "path_cells": "clkdlybuf4s50_1 > nor2b_2 > nand3b_1 > nor2_4 > buf_4"
}
[synthesized netlist by cell type (all sizes together)]
master and number:
buf 40, inv 1, o21ai 67, nand2b 2
nor3 2, nand3b 2, nor2b 2, xor2 11
clkbuf 16, xnor2 14, mux4 128, nand3 1
edfxtp 512, dfrtp 95, a21oi 4, mux2i 68
nor2 6, ha 2, nand4 2, dfstp 1
nand2 75, nor4 2
[how the worst max path moves through the flow]
| stage | startpoint | to | slack (ns) |
|---|---|---|---|
| after CTS | wr_en | memory[4][50] | 3.52 |
| after global routing | wr_en | memory[4][42] | 3.32 |
| final | wr_en | memory[4][24] | 3.55 |
[power breakdown]
| part | switching [mW] | internal, mW |
|---|---|---|
| logic | 1.08 | 1.29 |
| clock network | 1.27 | 1.65 |
| registers | 0.319 | 4.09 |
| total | 2.67 | 7.03 |
[stage by stage]
stage / setup WS (ns) / utilization [%] / std cells / cell area, sq um
global route: 3.32 / 47.7 / 2024 / 26900
CTS: 3.52 / 47.7 / 2021 / 26900
floorplan: 0.753 / - / 1053 / 22800
detailed placement: 2.90 / 44.3 / 1908 / 24900
global placement: 2.98 / 44.3 / 1908 / 24900
finish: 3.55 / 47.7 / 2028 / 26900
[state kept, by name (all words and copies together) (netlist names)]
register and count:
writePtrBinary 4, writePtrGray 3, memory 512, readPtrGraySync2W 4, writePtrGraySync1R 4, readPtrGray 3, readPtrBinary 4, readPtrGraySync1W 4
empty 1, writePtrGraySync2R 4, rd_data 64, full 1
[area by class of cell]
cell class              count  area (sq um)
fillers                  4525         29400
flip-flops and latches    608         17800
multi-input cells         388          4660
clock buffers              80          1660
repair buffers            155          1510
well taps                 756           946
clock inverters            33           290
diodes                      7          17.5
inverters                   1          3.75
[logic make-up after synthesis]
logic type	after synthesis	synth area share, %
simple gates	94	1.84
flops	608	78.1
mux	196	15.7
xor+xnor	25	0.995
buf+inv	57	1.67
fa+ha+maj	2	0.110
compound gates	71	1.58
[routing by layer]
| metal | wire [um] | track usage (%) | share of wire [%] | up-vias |
|---|---|---|---|---|
| li1 | - | - | - | 4589 |
| met3 | 5830 | 11.3 | 13 | 74 |
| met1 | 15900 | 23.5 | 36 | 5182 |
| met2 | 20700 | 25.2 | 47 | 477 |
| met5 | 104 | 2.60 | 0.24 | - |
| met4 | 1150 | 3.96 | 2.6 | 2 |
[worst max-delay path: cells and delay by family]
| family | cells | cell delay (ns) |
|---|---|---|
| simple gates | 3 | 1.47 |
| buf+inv | 2 | 1.24 |
