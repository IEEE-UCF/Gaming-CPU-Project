==> design.v <==
package dma_pkg;
    parameter int unsigned N_CHANNELS  = 4;
    parameter int unsigned DATA_W      = 32;
    parameter int unsigned ADDR_W      = 32;
    parameter int unsigned DESC_ADDR_W = 32;
    parameter int unsigned CHANNEL_W   = $clog2(N_CHANNELS);
    typedef enum logic [2:0] {
        CH_IDLE,
        CH_DESC_FETCH,
        CH_XFER_READ,
        CH_XFER_WRITE, 
        CH_COMPLETE,
        CH_ERROR
    } channel_state_e;
    typedef struct packed {
        logic [DESC_ADDR_W-1:0] next_desc;   
        logic [ADDR_W-1:0]      src_addr;    
        logic [ADDR_W-1:0]      dst_addr;    
        logic [23:0]            length;      
        logic [7:0]             control;     
    } dma_desc_t;
    parameter int CTRL_LAST_BIT = 7;
    parameter int CTRL_CONFIG_MSB = 6;
    parameter int CTRL_CONFIG_LSB = 0;
    typedef struct packed {
        logic [31:0] ctrl;
        logic [31:0] status;
        logic [31:0] channel_enable;
    } dma_regs_t;
endpackage
`timescale 1ns / 1ps
module PLIC #(
    parameter NSOURCES     = 8,
    parameter PRIO_WIDTH   = 3,
    parameter SRC_ID_WIDTH = 3
)(
    input logic clk_i,
    input logic rst_ni,
    input logic claim_req_i,
    input logic complete_i,
    input logic [NSOURCES-1:0] src_i,        
    input logic [NSOURCES*PRIO_WIDTH-1:0] priority_wdata,
    input logic priority_we,
    input logic [NSOURCES-1:0] enable_wdata,
    input logic enable_we,
    output logic ext_irq_o,
    output logic [SRC_ID_WIDTH-1:0] claim_o
);
    logic [NSOURCES*PRIO_WIDTH-1:0] priorities;    
    logic [NSOURCES-1:0] enable;                   
    logic [SRC_ID_WIDTH-1:0] claim;                
    logic [NSOURCES-1:0] pending;                  
    logic [SRC_ID_WIDTH-1:0] highestPriorIndex;
    logic [PRIO_WIDTH-1:0] tempHighestValue;
    logic activeClaim;
    assign claim_o   = activeClaim ? (claim + 1'b1) : '0;
    assign ext_irq_o = (!activeClaim) && (tempHighestValue != 0);
    always_comb begin
        tempHighestValue  = 0;
        highestPriorIndex = 0;
        for (int i = 0; i < NSOURCES; i++) begin
            if (pending[i] && enable[i] && priorities[i*PRIO_WIDTH +: PRIO_WIDTH] > tempHighestValue) begin
                tempHighestValue  = priorities[i*PRIO_WIDTH +: PRIO_WIDTH];
                highestPriorIndex = i[SRC_ID_WIDTH-1:0];
            end
        end
    end
    always_ff @(posedge clk_i or negedge rst_ni) begin
        if (!rst_ni) begin
            priorities  <= 0;
            enable      <= 0;
            claim       <= 0;
            pending     <= 0;
            activeClaim <= 0;
        end else begin
            if (priority_we)
                priorities <= priority_wdata;
            if (enable_we)
                enable <= enable_wdata;
            for (int i = 0; i < NSOURCES; i++) begin
                pending[i] <= pending[i];
                if(!(activeClaim && (i == claim))) begin
                    pending[i] <= pending[i] | src_i[i];
                end
            end
            if (complete_i && activeClaim) begin
                activeClaim <= 0;
            end
            if (claim_req_i && !activeClaim && tempHighestValue != 0) begin
                claim <= highestPriorIndex;
                pending[highestPriorIndex] <= 0;
                activeClaim <= 1;
            end
        end
    end
endmodule
==> run.sh <==
#!/bin/bash
# OpenROAD 26Q1-2900-gdf79404cd8, Yosys 0.63+post, stock flow scripts
make -C /OpenROAD-flow-scripts/flow DESIGN_CONFIG=/design/flow/config.mk WORK_HOME=/design/flow/orfs finish
==> config.mk <==
export PLATFORM = sky130hd
export DESIGN_NAME = PLIC
export DESIGN_NICKNAME = PLIC
export VERILOG_FILES = /design/flow/design.v
export SDC_FILE = /design/flow/constraint.sdc
export NUM_CORES = 4
export LEC_CHECK = 1
export CORE_UTILIZATION = 40
export SYNTH_HDL_FRONTEND = slang
==> constraint.sdc <==
current_design PLIC

set clk_period 12.1
set clk_io_pct 0.2

create_clock -name clk0 -period $clk_period [get_ports {clk_i}]

set non_clock_inputs [all_inputs -no_clocks]
set_input_delay [expr $clk_period * $clk_io_pct] -clock clk0 $non_clock_inputs
set_output_delay [expr $clk_period * $clk_io_pct] -clock clk0 [all_outputs]
==> deck_impl_summary.md <==
Synthesis and Place & Route Summary

Synthesis
  – Synthesized area per cell: roughly 10 µm²
  – Cell total in the yosys stat output: 322
  – Main flop type: dfrtp_1
  – Yosys warnings: 0
  – Cell Type Count: 59
  – Seq/Total Area, Yosys: 40.6%
  – Synthesis area per yosys: 3210 µm²
  – Cells after Synth: 322
  – Syn Std Cell Area: 3210 µm²
  – Flops & latches, synth: 52
  – Post-synth EDFFs: 0
  – FFs w/ async S/R, synth: 100%

Timing
  – RSZ-0062 raised after global routing: true
  – Fin crit share: 99.4%
  – Final slew viol count: 0
  – Setup TNS: 0 ns
  – Min Tclk post-route: 12.03 ns
  – Final Setup Violations: 0
  – Highest clock rate: 0.0831 GHz
  – Final Hold Violation Tally: 0
  – Clk_skew: 0.00676 ns
  – Slew HR: a little under three fifths
  – Slew @ Worst Pin: 0.661 ns

Drt
  – Met3 routed WL: 537 µm
  – Average vias per placed instance: 5.51
  – Top Metal Used: met4
  – Met2 WL post-DR: 4.44 mm
  – M1 WL: 4.56 mm
  – First-pass DRT Iterations: 4
  – Initial drt markers: 154
  – Total Routed Length: around 9.8 mm
  – Drt drc: 0
  – Final ANT Viol Nets: 0
  – Via count: approximately 3200
  – Routed wire per std cell: 17.0 µm
  – ANT cells: 0

Finish
  – Final core utilization: about two thirds
  – Area Growth Syn to Fin: 56.4%
  – Layout cells sized above 1: 44.1%
  – Fillers: 575

Worst setup path
  – Max stage delay on crit path: between 0.4 and 0.5 ns
  – Top cell by count, worst path: ha_4
  – Worst EP arrival: 9.61 ns
  – Reg2Reg Setup Slack: 0.32 ns
  – Worst Path Required: 9.68 ns
  – Startpoint types: register
  – CP Class: register to output port
  – Crit end category: output port
  – Worst Path Max Fanout: 4
  – Crit-path slowest cell: dfrtp_1

Worst hold path
  – Min-Delay Path Class: register to register

Die
  – Die Size: 8390 µm²
  – I/O Pins: 50
  – Core box area: a little under 8000 µm²
  – Die width: 91.6 µm
  – Fp_density: between 40% and 50%
  – Chip height: 91.6 µm
  – Rows: 32

GRT
  – Total GRT Usage: a little under a quarter
  – Total congestion overflow: 0
  – Largest net degree at the start of global routing: 53
  – Vias in the first global route: 3058
  – Initial antenna violation count: 0
  – First-pass GRT wire length: 15.3 mm

CTS
  – CTS sink cnt: 52
  – Reg clk slew, reported paths: ~0.1 ns
  – Clk root buf: clkbuf_8
  – Hold buffers post-CTS: 0
  – Maximum root-to-sink buffer count: 2
  – Clk latency late pin: 0.31 ns
  – TritonCTS clock tree: done
  – H-tree lvl count: 2
  – Cts bufs inserted: 5

Placement
  – Gpl congestion: 0.908
  – Hpwl dp: roughly 5.6 mm
  – I/O Buffers: 49

Pwr
  – Leakage: 2.20 nW
  – Max VDD drop: 0.000149 V
  – Pwr Density: about 250 nW/µm²

Job
  – Count of tool warnings: 27
  – MaxCap Viol Count: 0

Status
  – Status: finished, final reports clean
-- flip-flops by register name, indices dropped and copies added (netlist names), named ones only --
signal	flops
activeClaim	1
pending	8
claim	7
enable	8
priorities	24
-- metal layers --
| layer | GRT usage, % | vias up |
|---|---|---|
| li1 | - | 1501 |
| met1 | 37.9 | 1558 |
| met2 | 35.0 | 113 |
| met3 | 3.32 | 24 |
| met4 | 5.82 | 0 |
| met5 | 0 | - |
-- final cells by class --
| class | count | area [µm²] | share of cell area [%] |
|---|---|---|---|
| multi-input cells | 245 | 2100 | 41.9 |
| well taps | 102 | 128 | 2.54 |
| clock buffers | 5 | 68.8 | 1.37 |
| repair buffers | 157 | 1310 | 26.1 |
| flip-flops and latches | 52 | 1300 | 25.9 |
| inverters | 16 | 62.6 | 1.25 |
| clock inverters | 3 | 46.3 | 0.922 |
-- critical path, delay by kind of cell (launching register included) --
family,cells,cell delay [ns]
AOI/OAI and AO/OA,11,2.04
adders and majority gates,9,2.29
buffers and inverters,6,0.57
DFF,1,0.42
muxes,5,1.65
and+or+nand+nor,17,2.32
-- cells in the mapped netlist, types with 4 or more instances --
library cell / instances / area share [%]
a21o_1: 4 / 0.94
a31oi_1: 7 / 1.4
ha_1: 15 / 5.8
inv_1: 15 / 1.8
mux2_4: 8 / 3.7
nor3_1: 4 / 0.62
o21ai_0: 21 / 3.3
nor2b_1: 4 / 0.78
mux2_2: 27 / 9.5
clkbuf_1: 5 / 0.58
dfrtp_1: 51 / 40
and2_1: 5 / 0.97
nand2_1: 33 / 3.9
nand3_1: 11 / 1.7
nor2_1: 12 / 1.4
and3_1: 5 / 0.97
nor4_1: 8 / 1.6
a21oi_1: 24 / 3.7
mux2i_1: 4 / 1.2
-- repair_timing --
| action | in CTS | in global routing |
|---|---|---|
| cloned | 0 | 1 |
| pin swaps | 23 | 34 |
| resized | 35 | 33 |
| buffers inserted | 76 | 15 |
| endpoints found under the hold margin | 0 | 0 |
| setup endpoints to repair | 1 | 21 |
-- worst paths after layout --
check                           from                    endpoint  cells past startpoint
setup reg to reg           enable[0]                    claim[4]                     73
hold / removal             enable[5]                   enable[5]                      1
hold reg to reg            enable[5]                   enable[5]                      1
setup / recovery           enable[0]                   ext_irq_o                     48
min in group asynchronous     rst_ni               priorities[0]                      2
max in group asynchronous     rst_ni  asynchronous set/reset pin                      2
-- per-stage QoR --
step	std cells	hold WS (ns)	setup slack, ns	power (mW)	instance area [µm²]
after floorplan	322	0.472	0.115	0.593	3210
after global placement	485	0.487	-0.0575	0.745	3930
after detailed placement	485	0.490	-0.195	0.750	3930
after CTS	569	0.514	-0.00641	1.11	4800
after global routing	580	0.536	-0.344	1.33	5020
final	580	0.513	0.0700	1.25	5020
-- where the power goes --
group / leakage (nW) / total (mW) / switching [mW] / internal [mW]
Clock: 0.0548 / 0.125 / 0.0623 / 0.0624
Combinational: 1.54 / 0.875 / 0.376 / 0.498
Sequential: 0.606 / 0.254 / 0.0411 / 0.213
Total: 2.20 / 1.25 / 0.480 / 0.774
-- layout by cell type (no fill, tap or decap), types with 5 or more instances in the layout --
cell,synthesis,final
a21oi_1,24,23
mux2_4,8,13
nor2_1,12,7
clkdlybuf4s50_1,0,47
mux2_2,27,23
buf_6,2,5
nand3_1,11,8
inv_1,15,14
o21ai_0,21,18
nand2_1,33,29
ha_1,15,6
ha_4,0,8
buf_4,0,103
dfrtp_1,51,51
clkbuf_8,0,5
nor4_1,8,7
a31oi_1,7,6
-- cells by family (layout without fill, tap and decap cells) --
| logic type | Yosys count | count (layout) | share of synthesized area [%] |
|---|---|---|---|
| adders and majority gates | 17 | 17 | 6.51 |
| buffers and inverters | 26 | 181 | 3.59 |
| xor gates and xnor gates | 1 | 1 | 0.273 |
| AOI/OAI and AO/OA | 85 | 86 | 17.9 |
| DFF | 52 | 52 | 40.6 |
| muxes | 40 | 40 | 14.8 |
| and+or+nand+nor | 101 | 101 | 16.3 |
No activity file was given, so power comes from the tool's default toggle rates.
